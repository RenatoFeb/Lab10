### flow/run.sh
#!/bin/bash
# OpenROAD 26Q1-2900-gdf79404cd8, Yosys 0.63+post, stock flow scripts
make -C /OpenROAD-flow-scripts/flow DESIGN_CONFIG=/design/flow/config.mk WORK_HOME=/design/flow/orfs finish
### flow/config.mk
export PLATFORM = sky130hd
export DESIGN_NAME = topmod
export DESIGN_NICKNAME = topmod
export VERILOG_FILES = /design/flow/design.v
export SDC_FILE = /design/flow/constraint.sdc
export NUM_CORES = 4
export LEC_CHECK = 1
export CORE_AREA = 10 10 70 70
export DIE_AREA = 0 0 80 80
### flow/constraint.sdc
current_design topmod

set clk_period 1.2
set clk_io_pct 0.2

create_clock -name clk0 -period $clk_period [get_ports {clk}]

set non_clock_inputs [all_inputs -no_clocks]
set_input_delay [expr $clk_period * $clk_io_pct] -clock clk0 $non_clock_inputs
set_output_delay [expr $clk_period * $clk_io_pct] -clock clk0 [all_outputs]
### flow/design.v
`timescale 1ns / 1ps
module CombMultiplier (
    input [3:0] in1,      
    input [3:0] in2,      
    output [7:0] product  
);
    assign product = in1 * in2;  
endmodule
`timescale 1ns / 1ps
module RAM (
    input clk,                  
    input [7:0] dIn,           
    input [2:0] adr,       
    input writeEn,              
    output reg [7:0] dOut      
);
    reg [7:0] mem [0:7];        
    always @(posedge clk) begin
        if (writeEn) begin
            mem[adr] <= dIn;
        end else begin
            dOut <= mem[adr];
        end
    end
endmodule
`timescale 1ns / 1ps
module RF (
    output [3:0] A,  
    output [3:0] B,  
    input SA,        
    input SB,        
    input [3:0] D,   
    input DA,        
    input W,         
    input rst,       
    input clk        
);
    wire [1:0] load_enable;
    wire [3:0] R00, R01;
    Decoder1to2 decoder (
        .m(load_enable), 
        .S(DA), 
        .en(W)
    );
    RegisterNbit reg00 (
        .D(D), 
        .Q(R00), 
        .L(load_enable[0]), 
        .R(rst), 
        .clock(clk)
    );
    RegisterNbit reg01 (
        .D(D), 
        .Q(R01), 
        .L(load_enable[1]), 
        .R(rst), 
        .clock(clk)
    );
    Mux2to1Nbit muxA (
        .o(A), 
        .i1(R00), 
        .i2(R01), 
        .s(SA)
    );
    Mux2to1Nbit muxB (
        .o(B), 
        .i1(R00), 
        .i2(R01), 
        .s(SB)
    );
endmodule
module RegisterNbit(D, Q,  L, R, clock);
	parameter N = 4;  
	output reg [N-1:0]Q;  
	input [N-1:0]D;  
	input L;  
	input R;  
	input clock;  
	always @(posedge clock or posedge R) begin
		if(R)
			Q <= 0;
		else if(L)
			Q <= D;
		else
			Q <= Q;
	end
endmodule
module Decoder1to2(m, S, en);
	input S;  
	input en;  
	output [1:0]m;  
	assign m[0] = ~S&en;
	assign m[1] = S&en;
endmodule
module Mux2to1Nbit(o, i1,i2, s);
   input [3:0] i1,i2;
   input  s;
   output reg  [3:0] o;
always @(s or i1 or i2)
begin
   case (s)
      1'b0 : o = i1;
      1'b1 : o = i2;
      default : o = 4'b0;
   endcase
end
endmodule
`timescale 1ns / 1ps
module ROM (
    input [2:0] adr,     
    output reg [3:0] data 
);
    always @(*) begin
        case (adr)
            3'b000: data = 4'b0001; 
            3'b001: data = 4'b0010; 
            3'b010: data = 4'b0011; 
            3'b011: data = 4'b0100; 
            3'b100: data = 4'b0101; 
            3'b101: data = 4'b0110; 
            3'b110: data = 4'b0111; 
            3'b111: data = 4'b1000; 
            default: data = 4'b0000; 
        endcase
    end
endmodule
`timescale 1ns / 1ps
module cu (
    input clk, reset,
    input [2:0] adr1, adr2,
    output reg w_rf,
    output reg [2:0] adr,
    output reg DA, SA, SB,
    output reg [2:0] st_out,
    output reg done,
    output reg w_ram
);
    parameter S0_idle = 0, 
              S1_send_adr1 = 1, 
              S2_send_adr2 = 2,
              S3_multiply = 3, 
              S4_write_ram = 4, 
              S5_read_ram = 5;
    reg [2:0] PS, NS;
    always @(posedge clk or posedge reset) begin
        if (reset)
            PS <= S0_idle;   
        else    
            PS <= NS;
    end  
    always @(*) begin
        NS = PS;
        w_rf = 0;
        w_ram = 0;
        adr = 3'b000;
        DA = 0;
        SA = 0;
        SB = 0;
        st_out = 3'b000;
        done = 0;
        case (PS)
            S0_idle: begin
                NS = S1_send_adr1;
                st_out = 3'b000;
            end
            S1_send_adr1: begin
                w_rf = 1;
                adr = adr1;
                SA = 0;
                SB = 1;
                st_out = 3'b001;
                NS = S2_send_adr2;
            end
            S2_send_adr2: begin
                w_rf = 1;
                adr = adr2;
                DA = 1;
                SA = 0;
                SB = 1;
                st_out = 3'b010;
                NS = S3_multiply;
            end
            S3_multiply: begin
                st_out = 3'b011;
                NS = S4_write_ram;
            end
            S4_write_ram: begin
                w_ram = 1;
                st_out = 3'b100;
                NS = S5_read_ram;
            end
            S5_read_ram: begin
                w_ram = 0;
                done = 1;
                st_out = 3'b101;
                NS = reset ? S0_idle : S5_read_ram;
            end
        endcase
    end
endmodule
`timescale 1ns / 1ps
module topmod (
    input clk,          
    input reset,        
    output [7:0] result, 
    output done         
);
    wire [3:0] rom_data1, rom_data2; 
    wire [3:0] rf_outA, rf_outB;     
    wire [7:0] product;            
    wire w_rf, w_ram, DA, SA, SB;     
    wire [2:0] cu_state;             
    wire [2:0] rom_addr1, rom_addr2; 
    wire [2:0] ram_addr;              
    wire ram_out_valid;             
    cu ControlUnit (
        .clk(clk),
        .reset(reset),
        .adr1(rom_addr1),   
        .adr2(rom_addr2),    
        .w_rf(w_rf),       
        .adr(ram_addr),      
        .DA(DA),
        .SA(SA),
        .SB(SB),
        .st_out(cu_state),   
        .done(done),        
        .w_ram(w_ram)        
    );
    ROM MemoryROM1 ( 
        .adr(rom_addr1),     
        .data(rom_data1)    
    );
    ROM MemoryROM2 (
        .adr(rom_addr2),     
        .data(rom_data2)    
    );
    RF RegisterFile (
        .A(rf_outA),         
        .B(rf_outB),         
        .SA(SA),            
        .SB(SB),             
        .D(rom_data1),       
        .DA(DA),            
        .W(w_rf),           
        .rst(reset),        
        .clk(clk)           
    );
    CombMultiplier Multiplier (
        .in1(rf_outA),      
        .in2(rf_outB),       
        .product(product)    
    );
    RAM MemoryRAM (
        .clk(clk),         
        .dIn(product),      
        .adr(ram_addr),     
        .writeEn(w_ram),     
        .dOut(result)     
    );
endmodule
==> flow_summary.html <==
<h2>Implementation results</h2>
<table>
<tr><th>Metric</th><th>Value</th></tr>
<tr><th colspan="2">GRT</th></tr>
<tr><td>Pin count of the biggest net entering global routing</td><td>9</td></tr>
<tr><td>Overall Global Routing Usage</td><td>a little under 2%</td></tr>
<tr><td>Global-route wire length before repair</td><td>between 800 and 900 um</td></tr>
<tr><td>Via count of the first global-routing pass</td><td>around 210</td></tr>
<tr><td>Total congestion overflow</td><td>0</td></tr>
<tr><td>Antenna violations before repair</td><td>0</td></tr>
<tr><th colspan="2">Yosys</th></tr>
<tr><td>Count of cell types in the netlist</td><td>11</td></tr>
<tr><td>Avg Synthesized Cell Area</td><td>13.6 um^2</td></tr>
<tr><td>Post-synthesis instance area</td><td>roughly 370 um^2</td></tr>
<tr><td>Count of yosys warnings during synthesis</td><td>11</td></tr>
<tr><td>Number of register bits inferred by synthesis</td><td>10</td></tr>
<tr><td>Syn Inst Count</td><td>27</td></tr>
<tr><td>Sequential element share of the synthesized area</td><td>just over 70%</td></tr>
<tr><td>Chip area in the Yosys report</td><td>368 um^2</td></tr>
<tr><td>Number of cell instances after yosys synthesis</td><td>27</td></tr>
<tr><th colspan="2">Worst setup path</th></tr>
<tr><td>Path type of the worst setup path</td><td>flip-flop to output port</td></tr>
<tr><td>Worst reg2reg path startpoint</td><td>ControlUnit.PS[3]</td></tr>
<tr><td>Crit path launch type</td><td>flip-flop</td></tr>
<tr><td>Setup crit end kind</td><td>output port</td></tr>
<tr><td>Critical path, cell by cell</td><td>dlygate4sd2_1</td></tr>
<tr><td>Critical Path RT</td><td>about 0.96 ns</td></tr>
<tr><td>Top cell family by delay on the critical path</td><td>flip-flops</td></tr>
<tr><td>Largest fanout on the critical path</td><td>2</td></tr>
<tr><td>Max stage delay on crit path</td><td>approximately 0.38 ns</td></tr>
<tr><td>Number of buffer and inverter instances along the worst setup path</td><td>1</td></tr>
<tr><td>Setup slack, reg-to-reg</td><td>0.38 ns</td></tr>
<tr><td>Endpoint of the worst-slack reg-to-reg timing path</td><td>MemoryRAM.mem[0][0]</td></tr>
<tr><td>Arrival time at the worst endpoint</td><td>0.88 ns</td></tr>
<tr><td>Depth of the most critical reg-to-reg path</td><td>2</td></tr>
<tr><td>Critical-path cell with the highest stage delay</td><td>sky130_fd_sc_hd__dfrtp_1</td></tr>
<tr><td>Crit. path cell count</td><td>1</td></tr>
<tr><th colspan="2">Placement</th></tr>
<tr><td>Placer congestion estimate</td><td>0.667</td></tr>
<tr><td>Half-perimeter wire length after detailed placement</td><td>roughly 430 um</td></tr>
<tr><td>Count of placed standard cells including taps</td><td>roughly 76</td></tr>
<tr><td>IO Port Bufs</td><td>3</td></tr>
<tr><td>Worst setup slack before clock tree synthesis</td><td>0.155 ns</td></tr>
<tr><th colspan="2">Final layout</th></tr>
<tr><td>Final standard cell count with taps included and fillers excluded</td><td>roughly 82</td></tr>
<tr><td>Utilization of the core after routing</td><td>~14%</td></tr>
<tr><td>P&amp;R area growth vs syn</td><td>29.6%</td></tr>
<tr><td>Share of final-layout standard cells stronger than drive strength 1</td><td>20.0%</td></tr>
<tr><td>Fill cell instance count of the final layout</td><td>399</td></tr>
<tr><th colspan="2">Floorplanning</th></tr>
<tr><td>Fp_density</td><td>10.8%</td></tr>
<tr><td>Die Outline Area</td><td>approximately 6400 um^2</td></tr>
<tr><td>Die Y-Extent</td><td>roughly 80 um</td></tr>
<tr><td>Row count</td><td>21</td></tr>
<tr><td>Area of the placeable core</td><td>3420 um^2</td></tr>
<tr><td>Ports</td><td>11</td></tr>
<tr><td>Die width</td><td>80 um</td></tr>
<tr><th colspan="2">CTS</th></tr>
<tr><td>CTS H-tree depth</td><td>1</td></tr>
<tr><td>Hold buffer count at CTS</td><td>0</td></tr>
<tr><td>Clock tree from TritonCTS</td><td>yes</td></tr>
<tr><td>Number of buffers on the longest clock path</td><td>2</td></tr>
<tr><td>Root buffer cell</td><td>sky130_fd_sc_hd__clkbuf_4</td></tr>
<tr><td>CTS clock-pin slew for the worst setup and hold paths</td><td>0.06 ns</td></tr>
<tr><td>Number of buffers inserted during clock tree synthesis</td><td>3</td></tr>
<tr><td>Clock latency (worst-skew pair)</td><td>0.26 ns</td></tr>
<tr><td>Clock sink count</td><td>10</td></tr>
<tr><th colspan="2">Power</th></tr>
<tr><td>Worst IR Drop VDD</td><td>0.455 mV</td></tr>
<tr><td>Power density over the cells</td><td>between 1000 and 1500 nW/um^2</td></tr>
<tr><td>Leak pwr</td><td>between 0.2 and 0.25 nW</td></tr>
<tr><th colspan="2">STA</th></tr>
<tr><td>Final Hold Viols</td><td>0</td></tr>
<tr><td>Final setup slack of the worst path</td><td>0.0807 ns</td></tr>
<tr><td>Max Clock Skew</td><td>0.00336 ns</td></tr>
<tr><td>Max Slew Vio Count</td><td>0</td></tr>
<tr><td>Time the final worst path needs with I/O delays and setup</td><td>1.12 ns</td></tr>
<tr><td>Count of final setup violators</td><td>0</td></tr>
<tr><td>Accumulated negative setup slack</td><td>0 ns</td></tr>
<tr><td>Setup repair after global routing missed its margin</td><td>no</td></tr>
<tr><td>Peak Freq</td><td>about 0.9 GHz</td></tr>
<tr><td>Period utilisation layout</td><td>between 90 and 100%</td></tr>
<tr><th colspan="2">Status</th></tr>
<tr><td>Result of the run</td><td>finished clean</td></tr>
<tr><th colspan="2">Drt</th></tr>
<tr><td>TritonRoute pass-1 iters</td><td>4</td></tr>
<tr><td>Iteration-0 DRC Markers</td><td>4</td></tr>
<tr><td>Number of nets still failing antenna checks after routing</td><td>0</td></tr>
<tr><td>Total routed wirelength</td><td>between 500 and 600 um</td></tr>
<tr><td>Avg Vias per Cell</td><td>~2.3</td></tr>
<tr><td>Routed wirelength normalized by instance count</td><td>approximately 6.7 um</td></tr>
<tr><td>Via count of the routed design</td><td>185</td></tr>
<tr><td>Drt drc</td><td>0</td></tr>
<tr><th colspan="2">Run</th></tr>
<tr><td>OpenROAD warnings</td><td>25</td></tr>
<tr><td>Max-cap viol count</td><td>0</td></tr>
<tr><th colspan="2">Worst hold path</th></tr>
<tr><td>Hold/Removal Path Class</td><td>input pin to asynchronous set/reset pin</td></tr>
</table>
-- worst max path at each step --
stage | startpoint | end | slack [ns]
finish | ControlUnit.PS[4] | done | 0.08
global route | ControlUnit.PS[4] | done | 0.04
CTS | ControlUnit.PS[4] | done | 0.06
-- routing by layer --
| layer | global-route usage, % | up-vias | part of all wire (%) | wire length, um |
|---|---|---|---|---|
| li1 | - | 87 | - | - |
| met1 | 2.11 | 86 | 44 | 244 |
| met2 | 2.41 | 12 | 40 | 219 |
| met3 | 2.27 | 0 | 16 | 87 |
| met4 | 0.528 | 0 | 0 | 0 |
| met5 | 0 | - | 0 | 0 |
-- where the power goes --
part / leakage [nW] / internal [mW] / switching [mW]
registers: 0.123 / 0.345 / 0
clock network: 0.0210 / 0.184 / 0.109
logic: 0.0869 / 0.00529 / 0.00771
-- synth_stat cells (all sizes together) --
cell	n	share of area, %
edfxtp	2	16
and2	1	1.7
dfstp	1	7.1
o21a	1	2.0
buf	7	14
dfrtp	7	48
a21o	2	4.1
inv	3	3.1
conb	1	1.0
or2	1	1.7
nor2	1	1.0
-- cell usage in the layout, fill, tap and decap left out --
cell,Yosys,routed
sky130_fd_sc_hd__dfstp_2,1,1
sky130_fd_sc_hd__diode_2,0,1
sky130_fd_sc_hd__and2_1,1,1
sky130_fd_sc_hd__buf_4,7,2
sky130_fd_sc_hd__conb_1,1,7
sky130_fd_sc_hd__clkbuf_4,0,3
sky130_fd_sc_hd__clkdlybuf4s50_1,0,1
sky130_fd_sc_hd__edfxtp_1,2,2
sky130_fd_sc_hd__a21o_1,2,2
sky130_fd_sc_hd__dlygate4sd2_1,0,2
sky130_fd_sc_hd__o21a_1,1,1
sky130_fd_sc_hd__or2_1,1,1
sky130_fd_sc_hd__nor2_1,1,1
sky130_fd_sc_hd__clkbuf_8,0,1
sky130_fd_sc_hd__dfrtp_1,7,7
sky130_fd_sc_hd__inv_1,3,3
-- stage by stage --
stage	area [um^2]	hold WS (ns)	power, mW
floorplan	390	0.0633	0.373
global placement	433	0.335	0.365
detailed placement	433	0.343	0.366
CTS	474	0.291	0.668
global route	474	0.317	0.689
finish	477	0.299	0.651
-- timing repair --
item,CTS,global route
setup buffers,1,0
resized,2,0
setup endpoints to repair,2,0
-- cells by family after synthesis --
logic type | Yosys count | share of synthesized area, %
compound gates | 3 | 6.12
buf+inv | 10 | 17.3
flops | 10 | 71.1
other cells | 1 | 1.02
simple gates | 3 | 4.42
-- state kept, by name, summed over array words and instances, names as in the netlist --
name and count:
MemoryRAM.dOut 1, RegisterFile.reg01.Q 1, RegisterFile.reg00.Q 1, MemoryRAM.mem 1, ControlUnit.PS 6
-- layout make-up --
| cell class | count | area (um^2) | area share, % |
|---|---|---|---|
| Sequential cell | 10 | 262 | 54.9 |
| Clock buffer | 4 | 36.3 | 7.61 |
| Inverter | 3 | 11.3 | 2.36 |
| Tap cell | 46 | 57.6 | 12.1 |
| Timing Repair Buffer | 5 | 42.5 | 8.92 |
| Multi-Input combinational cell | 13 | 65.1 | 13.6 |
| Antenna cell | 1 | 2.50 | 0.525 |
Power and IR drop assume default switching activity.
