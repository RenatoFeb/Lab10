`design/flow/design.v`:
```
`timescale 1ns / 1ps
module ram (
    input clk,                  
    input [7:0] dIn,           
    input [2:0] adr,       
    input writeEn,              
    output reg [7:0] dOut      
);
    reg [7:0] mem [0:7];        
    always @(posedge clk) begin
        if (writeEn) begin
            mem[adr] <= dIn;
        end else begin
            dOut <= mem[adr];
        end
    end
endmodule
```
`design/flow/run.sh`:
```
#!/bin/bash
# OpenROAD 26Q1-2900-gdf79404cd8, Yosys 0.63+post, stock flow scripts
make -C /OpenROAD-flow-scripts/flow DESIGN_CONFIG=/design/flow/config.mk WORK_HOME=/design/flow/orfs finish
```
`design/flow/config.mk`:
```
export PLATFORM = sky130hd
export DESIGN_NAME = ram
export DESIGN_NICKNAME = ram
export VERILOG_FILES = /design/flow/design.v
export SDC_FILE = /design/flow/constraint.sdc
export NUM_CORES = 4
export LEC_CHECK = 1
export CORE_UTILIZATION = 50
```
`design/flow/constraint.sdc`:
```
current_design ram

set clk_period 2.4
set clk_io_pct 0.2

create_clock -name clk0 -period $clk_period [get_ports {clk}]

set non_clock_inputs [all_inputs -no_clocks]
set_input_delay [expr $clk_period * $clk_io_pct] -clock clk0 $non_clock_inputs
set_output_delay [expr $clk_period * $clk_io_pct] -clock clk0 [all_outputs]
```
==> COMMIT_EDITMSG <==
Log flow metrics for this revision

* Total power divided by cell area: 729 mW/mm^2
* Yosys Instances: 141
* Share of synthesized area spent on multiplexers: 0.131
* Warning count from the yosys run: 1
* Reg-to-Reg End: dOut[4]
* Final slew viol count: 0
- Buffers from clock root to sink, at most: 2
* Data arrival time of the critical path: 2.07 ns
- Clock H-tree levels: 3
- The synthesis stats list as the most numerous cell sky130_fd_sc_hd__edfxtp_1.
* Setup repair after global routing missed its margin: no
- The post-synth register bit count is 72.
* Count of placed standard cells including taps: 244
- Count of flip-flops with a built-in enable after synthesis: 72
- Most used flip-flop cell: sky130_fd_sc_hd__edfxtp_1
- IR analysis of the VDD net gives a maximum drop of 0.000429 V.
- The detail route stage leaves a number of antenna-violating nets equal to 0.
- Layout Skew: 0.00456 ns
- Fraction of layout instances using a drive strength above 1: 0.189
- According to the floorplan report, the placeable core area is 0.00524 mm^2.
- Sequential-to-total area share from yosys stat: 0.772
* Vias in the first global route: 1,470
- Final instance area: 0.00341 mm^2
- The worst setup path is launched from a primary input.
- The power report puts the leakage power at 1.20 nW.
- Aoi share: 0.0402
- The report counts max-capacitance violations totalling 0.
- Final wirelength: 4.90 mm
* Total global-route track usage: 0.201
- Summed over all layers, the global routing overflow is 0.
* Row count: 26
* Reg2reg setup slack: 0.97 ns
- The HPWL after detailed placement is 3.23 mm.
* Async set-reset flop share out of synthesis: 0
* # IOs: 21
- Count of unresolved DRC violations after routing: 0
- Post-route insts no fill: 260
- Hold repair after CTS inserted 0 buffers.
- Dominant cell type by area after synthesis: sky130_fd_sc_hd__edfxtp_1
- Per the post-synthesis report, the number of cells in the design is 141.
- FP Util: 0.535
* Basic-gate share of the synthesized area counting and, or, nand and nor cells: 0.0357
- Worst-path maximum fanout: 28
- The first global-routing pass estimated 7.71 mm of wire.
* Peak clock frequency supported by timing: 505 MHz
- Checking max transition, the worst relative margin is 0.708.
* Worst-margin pin slew: 0.438 ns
- Vertical die dimension: 76.9 um
* Clock insertion delay at the later pin of the skew report: 0.33 ns
* Yosys cell types: 24
- Mean number of vias per cell: 5.41
* Setup CP Type: in2reg
- Placer Congestion: 0.824
* Status: finished, final reports clean
- Number of detailed-route iterations in the first pass: 4
- STA shows the worst min-delay path finishing at dOut[7].
- The area fraction of the largest cell type after synthesis is 0.772.
- Hold analysis shows the worst path with a depth of 1.
- Counting instances in the post-synthesis netlist gives the leading cell types as sky130_fd_sc_hd__edfxtp_1, sky130_fd_sc_hd__mux2i_1, sky130_fd_sc_hd__mux4_1, sky130_fd_sc_hd__nor2_1.
* Final tally of hold violations: 0
- Total via count in the routed design: 1,406
* Initial antenna violation count: 0
* Area post-placement: 0.00323 mm^2
- The count of buffers added on input and output ports is 20.
- CTS Sinks: 72
- Dividing the detail-routed wire length by the instance count gives 18.9 um.
* TritonCTS clock tree: yes
* Largest net degree at the start of global routing: 29
* Yosys-reported design area after synthesis: 0.00280 mm^2
* Worst Hold Class: reg2reg
- Avg Cell Area, Syn: 19.9 um^2
- The startpoint identified for the worst hold timing path is mem[1][7].
* Depth of the worst register-to-register path: 2
- Netlist Area Pre-Place: 0.00280 mm^2
* Post-synthesis xor/xnor area fraction: 0
- In this run, post-CTS repair resized a total of 0 instances.
- Final period util: 0.826
* CP Capture Type: flip-flop
- Number of inserted diodes: 0
* Die Wd: 76.9 um
* Largest family of logic cells by area: multiplexers
- Buffers inserted by post-CTS timing repair: 0
- Yosys attributes the largest share of cell area to sky130_fd_sc_hd__edfxtp_1, sky130_fd_sc_hd__mux4_1, sky130_fd_sc_hd__mux2i_1.
* Setup-violating endpoint count in the final report: 0
- Clock tree synthesis selected as its root buffer the cell sky130_fd_sc_hd__clkbuf_8.
- The stage logs contain a warning count of 25.
- Drt first-iter violations: 65
- Between the synthesized netlist and the finished layout, the area growth was recorded as 21.6%.
- Clock transition at path regs: 0.07 ns
* Data required time at the worst endpoint: 2.49 ns
* Cts bufs inserted: 9
* Overall die area: 0.00591 mm^2
* Minimum clock period after layout: 1.98 ns
- Summed over all failing endpoints, the final setup total negative slack is 0 ns.
* Share of synthesized cell area in full adder, half adder and majority cells: 0
* Number of fill cells: 348
* Startpoint of the worst-slack reg-to-reg timing path: mem[6][4]
final cells by class:
| class | instances | area, um^2 | share of cell area |
|---|---|---|---|
| Clock buffer | 11 | 131 | 0.0386 |
| Clock inverter | 5 | 47.5 | 0.0140 |
| Inverter | 3 | 11.3 | 0.00331 |
| Multi-Input combinational cell | 59 | 579 | 0.170 |
| Sequential cell | 72 | 2160 | 0.635 |
| Tap cell | 70 | 87.6 | 0.0257 |
| Timing Repair Buffer | 40 | 388 | 0.114 |
how the worst max path moves through the flow:
| stage | slack [ns] | from | to | depth (start not counted) |
|---|---|---|---|---|
| after global routing | 0.40 | adr[0] | dOut[4] | 4 |
| final | 0.42 | adr[0] | dOut[4] | 4 |
| after CTS | 0.42 | adr[0] | dOut[4] | 4 |
per-stage QoR:
step | hold WS (ns) | power, mW | util | setup WS, ns
after floorplan | 0.546 | 1.55 | - | 0.402
after global placement | 0.585 | 1.64 | 0.616 | 0.110
after detailed placement | 0.571 | 1.65 | 0.616 | 0.0743
after CTS | 0.592 | 2.51 | 0.651 | 0.424
after global routing | 0.621 | 2.57 | 0.651 | 0.402
final | 0.590 | 2.48 | 0.651 | 0.418
sequential cells by signal, indices dropped and copies added (netlist names):
name and count:
dOut 8, mem 64
cells by family after synthesis:
group	count (synthesis)
AOI/OAI and AO/OA	15
buffers and inverters	10
DFF	72
muxes	23
and+or+nand+nor	21
critical path, cell delays in order:
cell and delay [ns]:
sky130_fd_sc_hd__clkdlybuf4s50_1 0.51, sky130_fd_sc_hd__buf_12 0.21, sky130_fd_sc_hd__mux4_1 0.58, sky130_fd_sc_hd__mux2_2 0.28
routing by layer:
layer  vias up  track usage  part of all wire
met3        10       0.0846             0.072
met2        56        0.298              0.50
met5         -            0                 0
met4         0       0.0327             0.021
met1       673        0.329              0.41
li1        667            -                 -
placed cells by master (no fill, tap or decap), drive strengths merged, types with 2 or more instances in the layout:
master,netlist,final
edfxtp,72,72
clkdlybuf4s50,0,20
o22ai,4,4
mux2,5,5
a21oi,2,2
buf,6,20
clkbuf,1,11
nor3,3,3
a211o,2,2
mux2i,10,10
clkinv,0,4
nor2,8,8
nand2b,3,3
inv,3,3
mux4,8,8
a211oi,2,2
a311o,2,2
nand2,4,4
nand3b,2,2
power by group:
part           switching (mW)  internal, mW
Combinational          0.0794        0.0956
Clock                   0.393         0.470
Sequential             0.0106          1.44
Total                   0.483          2.00
Power is estimated from default activity; no workload was simulated.
